## design/flow/run.sh

```bash
#!/bin/bash
# OpenROAD 26Q1-2900-gdf79404cd8, Yosys 0.63+post, stock flow scripts
make -C /OpenROAD-flow-scripts/flow DESIGN_CONFIG=/design/flow/config.mk WORK_HOME=/design/flow/orfs finish
```

## design/flow/config.mk

```make
export PLATFORM = sky130hd
export DESIGN_NAME = UART_RX_TOP
export DESIGN_NICKNAME = UART_RX_TOP
export VERILOG_FILES = /design/flow/design.v
export SDC_FILE = /design/flow/constraint.sdc
export NUM_CORES = 4
export LEC_CHECK = 1
export CORE_UTILIZATION = 30
```

## design/flow/constraint.sdc

```tcl
current_design UART_RX_TOP

set clk_period 3.5
set clk_io_pct 0.2

create_clock -name clk0 -period $clk_period [get_ports {clk}]

set non_clock_inputs [all_inputs -no_clocks]
set_input_delay [expr $clk_period * $clk_io_pct] -clock clk0 $non_clock_inputs
set_output_delay [expr $clk_period * $clk_io_pct] -clock clk0 [all_outputs]
```

## design/flow/design.v

```verilog
module UART_RX_FSM(
    input clk,rst,
    input RX_IN,
    input [5:0]prescale,edge_cnt,
    input PAR_EN,
    input [3:0]bit_cnt,
    input parity_error,start_glitch,stop_error,
    output  parity_check_en,start_check_en,stop_check_en,
    output  deser_en,enable,data_samp_en,
    output reg data_valid
);
reg data_valid_comp;
localparam idle_state =3'b000 ;
localparam start_state =3'b001 ;
localparam data_sampling_state =3'b010;
localparam parity_check_state = 3'b011;
localparam stop_check_state = 3'b100;
localparam consequent_frame_state =3'b101 ;
reg [2:0] state_reg;
reg [2:0] state_next;
always @(posedge clk) begin
    if (!rst) begin
        state_reg<=idle_state;
        data_valid<=1'b0;
    end
    else
    begin
      state_reg<=state_next;
      data_valid<=data_valid_comp;
    end
end
always @(*) begin
    case (state_reg)
      idle_state  : begin
        if (RX_IN) begin
            state_next=idle_state;
        end
        else
        begin
          state_next=start_state;
        end
      end
      start_state:begin
        if (edge_cnt==((prescale>>1'b1)+2'd3)&&start_glitch) begin
            state_next=idle_state;
        end
        else if(edge_cnt==prescale-1'b1) begin
            state_next=data_sampling_state;
        end
        else
        begin
          state_next=start_state;
        end
      end
      data_sampling_state:begin
        if (bit_cnt==4'd8&&edge_cnt==prescale-1'b1) begin
          if (PAR_EN) begin
            state_next=parity_check_state;
          end
          else
          begin
            state_next=stop_check_state;
          end
        end
      end
      parity_check_state:begin
        if (edge_cnt==prescale-1'b1) begin
            state_next=stop_check_state;
        end
        else
        begin
          state_next=parity_check_state;
        end
        end
      stop_check_state:begin
        if (edge_cnt==prescale-'d2) begin   
            state_next=consequent_frame_state;
        end
        else
        begin
          state_next=stop_check_state;
        end
      end
      consequent_frame_state:begin
        if(!RX_IN)begin
          state_next=start_state;
        end
        else
        begin
          state_next=idle_state;
        end
      end
        default: state_next=idle_state;
    endcase
end
always @(*) begin
  if (state_reg==consequent_frame_state) begin
    if (PAR_EN) begin
      if (!parity_error&&!stop_error) begin
        data_valid_comp=1'b1;
      end
      else
      begin
        data_valid_comp=1'b0;
      end
    end
    else
    begin
      if (!stop_error) begin
        data_valid_comp=1'b1;
      end
      else
      begin
        data_valid_comp=1'b0;  
      end
    end
  end
  else
  begin
    data_valid_comp=1'b0;
  end
end
assign deser_en=((state_reg==data_sampling_state)&&(edge_cnt==(prescale>>'d1)+'d2))?1'b1:1'b0;
assign start_check_en=((state_reg==start_state)&&(edge_cnt==(prescale>>'d1)+'d2))?1'b1:1'b0;
assign stop_check_en=((state_reg==stop_check_state)&&(edge_cnt==(prescale>>'d1)+'d2))?1'b1:1'b0;
assign parity_check_en=((state_reg==parity_check_state)&&(edge_cnt==(prescale>>'d1)+'d2))?1'b1:1'b0;
assign enable= ((state_next == idle_state)) ? 'd0: 'd1;
assign data_samp_en=(state_reg==idle_state)?1'b0:1'b1;
endmodule
module UART_RX_TOP(
    input RX_IN,
    input [5:0]prescale,
    input clk,rst,PAR_EN,parity_type,
    output wire[7:0] P_DATA,
    output wire data_valid,
    output wire stop_error,parity_error
);
wire enable;
wire parity_check_en;
wire sampled_bit;
wire [3:0]bit_cnt;
wire [5:0]edge_cnt;
wire data_samp_en,deser_en;
wire start_check_en,start_glitch;
wire stop_check_en;
UART_RX_FSM Fsm(
.clk(clk),
.rst(rst),
.RX_IN(RX_IN),
.prescale(prescale),
.edge_cnt(edge_cnt),
.PAR_EN(PAR_EN),
.bit_cnt(bit_cnt),
.parity_error(parity_error),
.start_glitch(start_glitch),
.stop_error(stop_error),
.parity_check_en(parity_check_en),
.start_check_en(start_check_en),
.stop_check_en(stop_check_en),
.deser_en(deser_en),
.enable(enable),
.data_samp_en(data_samp_en),
.data_valid(data_valid)
);
deserializer Desrializer(
.sampled_bit(sampled_bit),
.clk(clk),
.rst(rst),
.deser_en(deser_en),
.edge_cnt(edge_cnt),
.prescale(prescale),
.P_DATA(P_DATA)
);
data_sampling Data_Sampling(
.edge_cnt(edge_cnt),
.data_samp_en(data_samp_en),
.clk(clk),
.rst(rst),
.prescale(prescale),
.RX_IN(RX_IN),
.sampled_bit(sampled_bit)
);
parity_check Parity_Check(
.parity_check_en(parity_check_en),
.sampled_bit(sampled_bit),
.clk(clk),
.rst(rst),
.parity_type(parity_type),
.P_DATA(P_DATA),
.parity_error(parity_error)
);
start_check Start_Check(
.clk(clk),
.rst(rst),
.start_glitch(start_glitch),
.start_check_en(start_check_en),
.sampled_bit(sampled_bit)
);
stop_check Stop_Check(
.stop_check_en(stop_check_en),
.sampled_bit(sampled_bit),
.clk(clk),
.rst(rst),
.stop_error(stop_error)
);
edge_bit_counter Edge_Bit_Counter(
.enable(enable),
.clk(clk),
.rst(rst),
.prescale(prescale),
.bit_cnt(bit_cnt),
.edge_cnt(edge_cnt)
);
endmodule
module data_sampling(
    input [5:0]edge_cnt,
    input data_samp_en,clk,rst,
    input [5:0]prescale,
    input RX_IN,
    output reg sampled_bit
);
reg [2:0] samples;
always @(posedge clk) begin
    if (!rst) begin
        sampled_bit<=1'b0;
        samples<=3'b0;
    end
    else if (data_samp_en) begin
        if (edge_cnt==(prescale>>1'b1)) begin
            samples[1]<=RX_IN;      
        end
        else if (edge_cnt== ((prescale>>1'b1)-1'b1)) begin
            samples[0]<=RX_IN;     
        end
        else if (edge_cnt== ((prescale>>1'b1)+1'b1)) begin
            samples[2]=RX_IN;    
	    sampled_bit=((samples[0]&&samples[1])|(samples[0]&&samples[2])|(samples[1]&&samples[2]));
        end
    end
    else
    begin
      samples<=3'b0;
      sampled_bit<=1'b0;
    end
end
endmodule
module deserializer(
    input sampled_bit,
    input clk,rst,
    input deser_en,
    input [5:0]edge_cnt,
    input [5:0]prescale,
    output reg[7:0] P_DATA
);
always @(posedge clk) begin
    if (!rst) begin
        P_DATA<=8'b0;
    end
    else if (deser_en) begin
        P_DATA<={sampled_bit,P_DATA[7:1]};
    end
end
endmodule
module edge_bit_counter(
    input enable,clk,rst,
    input [5:0]prescale,
    output reg[3:0] bit_cnt,
    output reg[5:0] edge_cnt
);
always @(posedge clk) begin
  if (!rst) 
  begin
    bit_cnt<=4'b0;
    edge_cnt<=5'b0;
  end  
   else if(enable)
   begin
  if (edge_cnt!=prescale-1'b1)
   begin
    edge_cnt<=edge_cnt+1'b1;
  end  
  else
  begin
    edge_cnt<=5'b0;
    bit_cnt<=bit_cnt+1'b1;
  end
  end
  else
  begin
    edge_cnt<=5'b0;
    bit_cnt<=4'b0;
  end
end
endmodule
	module parity_check(
    input parity_check_en,
    input sampled_bit,
    input clk,rst,
    input parity_type,
    input [7:0] P_DATA,
    output reg parity_error
);
reg parity_bit;
always @(posedge clk) begin
    if (!rst) begin
        parity_error<=1'b0;
        parity_bit<=1'b0;
    end
    else if (parity_check_en) begin
        if (!parity_type) begin
            parity_bit=^P_DATA;
        end
        else
         begin
            parity_bit=~^P_DATA;
        end
        parity_error=(parity_bit==sampled_bit)?1'b0:1'b1;
    end
end
endmodule
module start_check(
    input start_check_en,
    input sampled_bit,
    input clk,rst,
    output reg start_glitch
);
always @(posedge clk) begin
    if (!rst) begin
        start_glitch<=1'b0;
    end
    else if (start_check_en) begin
        start_glitch=(sampled_bit)?1'b1:1'b0;
    end
end
endmodule
module stop_check(
    input stop_check_en,
    input sampled_bit,
    input clk,rst,
    output reg stop_error
);
always @(posedge clk) begin
    if (!rst) begin
        stop_error<=1'b0;
    end
    else if (stop_check_en) begin
        stop_error<=(sampled_bit)?1'b0:1'b1;
    end
end
endmodule
```

==> run_results.csv <==
group,metric,value,unit
timing,period_used_share,78.69,%
min_path,hp-class,"reg -> reg",
synth,ys_warn_count,7,
detailed_routing,vias_per_cell,4.422,
clock_tree,clk_pin_slew,100,ps
global_route,grt_max_degree,17,
synth,ys_ff,31,
floorplan,die_y,85.83,um
floorplan,fp-utilization,31.03,%
timing,drv_slew,0,
timing,hold_slack,539.2,ps
final_layout,reg_top3,"Desrializer.P_DATA (8), Edge_Bit_Counter.edge_cnt (6), Edge_Bit_Counter.bit_cnt (4)",
global_route,grt-ovfl-total,0,
outcome,status,"finished, final reports clean",
synth,ys.flop_type,"dfxtp_1",
timing,rsz0062_at_grt,"no",
pwr,intPower,0.0005240,W
worst_setup_path,crit_fanout,11,
pwr,p_sw_share,23.82,%
synth,synth_area_per_cell,8.676,sq um
worst_setup_path,crit_buf_inv,3,
clock_tree,insertion_delay,280,ps
timing,clock_skew,6.922,ps
pwr,pwr-share-clk,37.8,%
clock_tree,htree_levels,1,
detailed_routing,drc,0,
floorplan,pin_count,22,
clock_tree,cts_root_buf,"clkbuf_8",
timing,unclocked_pins,3,
final_layout,fin_cells,358,
timing,tightest_slew,581.3,ps
final_layout,area_delta_synth_final,18.75,%
placement,port_buffers,21,
pwr,power.density,274.8,nW/um^2
worst_setup_path,cpMaxStageDelayCell,"clkdlybuf4s50_1",
timing,untimed_endpoints,3,
worst_setup_path,cp_cell_sequence,"clkdlybuf4s50_1 > inv_1 > ha_1 > a21boi_1 > xnor2_1 > or3_1 > nor4_2 > buf_4 > nand4_4 > mux2_4",
synth,synth.area.top_cells,"dfxtp_1, xnor2_1, mux2i_1, xor2_1, ha_1",
global_route,grt_pass1_vias,1522,
clock_tree,cts_tree,"built",
synth,synthCells,243,
synth,async_flop_share,0,%
timing,fmax,0.3631,GHz
placement,dp_hpwl,3163,um
placement,dp.cells,354,
pwr,p_seq_share,46.9,%
detailed_routing,dr.pass1.iters,4,
synth,yosys-stat-cells,243,
detailed_routing,diodes,0,
clock_tree,postCtsSetupBuffers,0,
worst_setup_path,crit_required,3670,ps
timing,slew_headroom,60.92,%
final_layout,largest_reg_flops,8,
detailed_routing,wl,4178,um
timing,setup_viol,0,
global_route,track_usage,12.26,%
placement,routabilityCongestion,0.8931,
clock_tree,clockBufferDepth,2,
worst_setup_path,crit_path_end_kind,"flop",
floorplan,core_area,6794,sq um
timing,hold_violations,0,
run,tool_warnings,31,
synth,edf_count,0,
detailed_routing,wl_per_cell,11.67,um
clock_tree,numCtsBuffers,3,
final_layout,nFillCells,692,
worst_setup_path,cp-start-kind,"input port",
worst_setup_path,critPathMaxStageDelay,410,ps
synth,top_cell_area_share,26.59,%
worst_setup_path,critical-path-top-delay-family,"buffers and inverters",
clock_tree,postCtsHoldBufs,0,
floorplan,dieArea,7367,sq um
detailed_routing,ant_nets,0,
pwr,finalPower,0.0006879,W
pwr,vdd_drop_max,0.2140,mV
worst_setup_path,path_class,"in -> reg",
synth,yosysTopAreaCell,"dfxtp_1",
synth,synth_cell_type_count,47,
final_layout,final_layout_size_suffix_gt1_share,7.252,%
pwr,power_frac_comb,15.3,%
detailed_routing,drtIter0Drc,53,
pwr,p_switching,0.0001639,W
floorplan,rows,30,
clock_tree,cts_resized,0,
synth,synth_area,2108,sq um
final_layout,largest-register,"Desrializer.P_DATA",
pwr,power.leakage,1.004,nW
global_route,grt_first_pass_wirelength,7217,um
timing,fin_crit,2754,ps
global_route,antenna_found_initial,0,
run,cap_violations,0,
floorplan,die_w,85.83,um
timing,setup-tns-final,0,ps
synth,ys_area,2108,sq um
detailed_routing,dr_total_vias,1583,
worst_setup_path,cp_data_arrival_time,2930,ps
-- power by group through the flow --
stage / logic [W] / registers [W] / clock network (W)
5_1_grt: 0.000115 / 0.000323 / 0.000287
6_report: 0.000105 / 0.000323 / 0.000260
4_1_cts: 0.000106 / 0.000323 / 0.000271
-- final cells by class --
cell class	count	area, sq um	share of cell area [%]
multi-input combinational	187	1395	55.72
clock inverter	1	30.03	1.199
timing repair buffer	29	270.3	10.79
clock buffer	3	41.29	1.649
tap	96	120.1	4.798
sequential	31	605.6	24.19
inverter	11	41.29	1.649
-- worst min-delay path: stages (launching register included) --
cell	delay (ps)
dfxtp_1	350
mux2i_1	70
nor2b_1	90
-- routing by layer --
metal | share of wire, % | global-route usage, % | routed length, um
met5 | 0 | 0 | 0
met2 | 45 | 19.49 | 1895
met1 | 53 | 18.79 | 2194
met4 | 0.36 | 0.7576 | 15
met3 | 1.7 | 1.758 | 72
-- cells in the final DEF (no fill, tap or decap), drive strengths merged, types with 2 or more instances in the layout --
master / n
nand3: 9
nand2: 11
and2: 5
o21ai: 5
nor2b: 13
a21oi: 5
inv: 11
clkdlybuf4s50: 21
nand4: 7
nand4b: 2
buf: 8
dlxtn: 3
nor4: 2
and3: 2
nor2: 22
clkbuf: 3
a211o: 2
nor3: 2
xnor2: 31
o211ai: 2
mux2i: 16
ha: 11
dfxtp: 28
xor2: 16
nor3b: 3
nand2b: 5
or3: 2
a21boi: 2
mux2: 2
-- synth_stat cells (6+ instances only) --
| cell type | count |
|---|---|
| clkbuf_1 | 10 |
| dfxtp_1 | 28 |
| ha_1 | 11 |
| inv_1 | 11 |
| mux2i_1 | 16 |
| nand2_1 | 11 |
| nand3_1 | 8 |
| nand4_1 | 6 |
| nor2_1 | 22 |
| nor2b_1 | 13 |
| xnor2_1 | 30 |
| xor2_1 | 16 |
-- final timing paths --
path | from | endpoint | slack [ps] | cells past startpoint
setup reg to reg | Edge_Bit_Counter.edge_cnt[3] | Edge_Bit_Counter.bit_cnt[3] | 1330 | 7
hold / removal | Start_Check.start_glitch | Start_Check.start_glitch | 540 | 2
hold reg to reg | Start_Check.start_glitch | Start_Check.start_glitch | 540 | 2
setup / recovery | prescale[2] | Edge_Bit_Counter.bit_cnt[3] | 750 | 10
-- cells by family (layout without fill, tap and decap cells) --
logic type      after synthesis  after routing  share of synthesized area (%)
simple gates                 88             88                          23.50
flops                        28             28                          26.59
xor+xnor                     47             47                          19.88
compound gates               23             23                          7.419
fa+ha+maj                    11             11                          6.528
mux                          18             18                          8.842
latches                       3              3                          2.136
buf+inv                      25             44                          5.104
-- metrics by stage --
| stage | setup slack (ps) | instance area (sq um) | util [%] |
|---|---|---|---|
| CTS | 741.5 | 2504 | 36.85 |
| global route | 587.6 | 2504 | 36.85 |
| finish | 745.9 | 2504 | 36.85 |
| detailed placement | 434.1 | 2432 | 35.80 |
| global placement | 451.2 | 2432 | 35.80 |
| floorplan | 698.4 | 2108 | - |
Power figures rest on the tool's default switching activity, not on a simulated workload.
